==> ./design.v <==
import definitions::*;
module sc (
  input        [1:0] op, 
  input              clk,	      
  input              reset,		  
  output logic [3:0] SC);		  
  always_ff @(posedge clk)
    begin 
      if(reset)				
        SC <= 4'b0000;
      else if (op==DES_2)
        SC <= SC - 2;
      else if (op==DES_1)
        SC <= SC - 1;
      else if (op==ADV_1)
        SC <= SC + 1;
      else
	SC <= SC;
    end
endmodule
==> ./run.sh <==
#!/bin/bash
# OpenROAD 26Q1-2900-gdf79404cd8, Yosys 0.63+post, stock flow scripts
make -C /OpenROAD-flow-scripts/flow DESIGN_CONFIG=/design/flow/config.mk WORK_HOME=/design/flow/orfs finish
==> ./config.mk <==
export PLATFORM = sky130hd
export DESIGN_NAME = sc
export DESIGN_NICKNAME = sc
export VERILOG_FILES = /design/flow/design.v
export SDC_FILE = /design/flow/constraint.sdc
export NUM_CORES = 4
export LEC_CHECK = 1
export CORE_AREA = 10 10 70 70
export DIE_AREA = 0 0 80 80
==> ./constraint.sdc <==
current_design sc

set clk_period 2.0
set clk_io_pct 0.2

create_clock -name clk0 -period $clk_period [get_ports {clk}]

set non_clock_inputs [all_inputs -no_clocks]
set_input_delay [expr $clk_period * $clk_io_pct] -clock clk0 $non_clock_inputs
set_output_delay [expr $clk_period * $clk_io_pct] -clock clk0 [all_outputs]
==> flow_summary.toml <==
# yosys + openroad results
[logic_synthesis]
syn_area_per_cell_um2 = 9.306
yosysWarnings = 8
synth.cell_area_um2 = 148.9
top_cells_by_area = "dfxtp_1 40%, nor2b_1 13%, mux2_4 10%, ha_1 8.4%, xor2_1 5.9%"
common_cells = "3 x dfxtp_1, 3 x nor2b_1, 2 x inv_1, 2 x nor2_1"
synth-seq-cells = 3
synth_cells = 16
ys_async_sr_fraction_pct = 0
top_area_cell = "dfxtp_1"
ys_cells = 16
top_area_share_pct = 40.34
yosys.stat.seqShare_pct = 40.34
yosys-stat-area_um2 = 148.9
ys_types = 10
ys.flop_type = "dfxtp_1"
edf_count = 0

[global_routing]
grt_pass1_vias = 170
grt_start_max_net_pins = 5
track_usage_pct = 1.644
grt_pass1_wl_um = 731
grt_overflow = 0
grt_antenna_before_repair = 1

[setup_path]
start_kind = "register"
critPathTopFamily = "buffers and inverters"
critPathKind = "reg2out"
cp_max_fo = 3
slowest_delay_ns = 0.48
crit_chain = "clkdlybuf4s50_1"
crit_buf_inv = 1
worstPathRequired_ns = 1.60
cp-end-kind = "primary output"
critPathArrivalTime_ns = 1.08
slowest_stage = "clkdlybuf4s50_1"

[timing]
skew_ns = 0.0005806
drv_slew = 0
fmax_mhz = 675.9
finalHoldViolations = 0
fin_crit_sh_pct = 73.98
min_period_ns = 1.480
finalSetupTns_ns = 0
setup_viol = 0
grt_setup_unrepaired = "false"

[worst_hold_path]
hp-class = "reg2reg"

[floorplan]
die_w_um = 80
placementRows = 21
io_pins = 8
die_h_um = 80
initial_core_util_pct = 4.359
die-area_um2 = 6400
core-area_um2 = 3416

[power]
p_clk_share_pct = 49.8
combPwrFrac_pct = 17.1
power.density_nw_per_um2 = 781.3
ir_drop_mv = 0.1011
p_switching_mw = 0.04912
seqPwrFrac_pct = 33.1
p_leak_nw = 0.09839
internal_power_mw = 0.1679
p_sw_share_pct = 22.63

[detailed_routing]
num_vias = 123
routed_via_density = 1.732
firstDrtPassIters = 1
drtAntennaViolNets = 0
routedWlPerCell_um = 5.930
post-route-drc-count = 0
wl_um = 421
drt-initial-drc-count = 0

[clock_network]
clk_pin_slew_worst_paths_ns = 0.04
cts_resized = 0
cts_tree = "yes"
cts_sinks = 3
clock_path_buffers = 2
cts.htree.levels = 1
cts_made_buffers = 3
worstSkewPairLatency_ns = 0.23
cts_setup_buffers = 0
clock-root-buffer = "clkbuf_4"
cts_hold_buffers = 0

[cells_and_area]
largest_register = "SC"
final_cells = 71
syn2layout_area_growth_pct = 86.55
largestRegisters = "SC x3"
layout-drive-gt1-share_pct = 16.67
largest_reg_flops = 3
n_fill_cell = 400

[job]
warnings = 26
cap_viol_max_count = 0

[placement]
io_buffer_count = 5
gp_congestion = 0.6913
place_inst = 66

[outcome]
status = "finished clean"
[worst paths after layout]
path / startpoint / end / slack [ns] / depth (start not counted)
min: SC[2] / SC[2] / 0.49 / 2
min reg2reg: SC[2] / SC[2] / 0.49 / 2
max: SC[1] / SC[1] / 0.52 / 1
max reg2reg: SC[1] / SC[3] / 0.86 / 4
[cell families (layout without fill, tap and decap cells)]
kind of cell    Yosys count  after routing  synth area share, %
simple gates              5              5                17.65
buf+inv                   3             11                10.09
xor+xnor                  1              1                5.883
compound gates            1              1                5.044
mux                       1              1                10.08
other cells               1              2                2.519
flops                     3              3                40.34
fa+ha+maj                 1              1                8.402
[routing by layer]
metal	up-vias	share of wire [%]	GRT usage (%)	wire length, um
met5	-	0	0	0
met4	0	0	0.1761	0
met3	0	35	3.182	147
met2	8	30	1.846	126
met1	51	35	1.263	147
li1	64	-	-	-
[placed cells by master, fill, tap and decap left out, drive strengths merged]
cell type | netlist | routed
nor2 | 2 | 2
dfxtp | 3 | 3
inv | 2 | 2
nor2b | 3 | 3
a211oi | 1 | 1
mux2 | 1 | 1
xor2 | 1 | 1
clkdlybuf4s50 | 0 | 5
conb | 1 | 1
ha | 1 | 1
diode | 0 | 1
clkbuf | 0 | 4
[layout make-up]
class / instances / area (um^2) / area share (%)
repair buffers: 5 / 50.05 / 18.02
diodes: 1 / 2.502 / 0.9009
well taps: 46 / 57.56 / 20.72
flip-flops and latches: 3 / 60.06 / 21.62
multi-input cells: 10 / 73.82 / 26.58
clock buffers: 4 / 26.28 / 9.459
inverters: 2 / 7.507 / 2.703
[through the flow]
| step | worst slack [ns] | hold WS, ns | power [mW] | utilization, % | cell area, um^2 |
|---|---|---|---|---|---|
| detailed placement | 0.4972 | 0.4843 | 0.1103 | 7.289 | 249.0 |
| CTS | 0.5105 | 0.4901 | 0.2215 | 8.059 | 275.3 |
| global route | 0.4767 | 0.5279 | 0.2363 | 8.132 | 277.8 |
| finish | 0.5204 | 0.4859 | 0.2170 | 8.132 | 277.8 |
| global placement | 0.5322 | 0.4671 | 0.1077 | 7.289 | 249.0 |
| floorplan | 0.9402 | 0.4372 | 0.08929 | - | 148.9 |
[power groups by stage]
| stage | combinational (mW) | clock [mW] | sequential [mW] |
|---|---|---|---|
| finish | 0.0371 | 0.108 | 0.0718 |
| global route | 0.0436 | 0.120 | 0.0730 |
| CTS | 0.0377 | 0.112 | 0.0719 |
Power figures rest on the tool's default switching activity, not on a simulated workload.
