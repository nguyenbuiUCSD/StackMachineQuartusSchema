`design/flow/design.v`:
```
import definitions::*;
module pc (
  input              clk,	      
  input              reset,z,		  
  input logic  [7:0] PCIN,
  output logic [7:0] PC);		  
  always_ff @(posedge clk) 
    if(reset)					  
      PC <= 'b0;
    else if (z)						  
      PC <= PCIN;
    else
      PC <= PC+1;
endmodule
```
`design/flow/run.sh`:
```
#!/bin/bash
# OpenROAD 26Q1-2900-gdf79404cd8, Yosys 0.63+post, stock flow scripts
make -C /OpenROAD-flow-scripts/flow DESIGN_CONFIG=/design/flow/config.mk WORK_HOME=/design/flow/orfs finish
```
`design/flow/config.mk`:
```
export PLATFORM = sky130hd
export DESIGN_NAME = pc
export DESIGN_NICKNAME = pc
export VERILOG_FILES = /design/flow/design.v
export SDC_FILE = /design/flow/constraint.sdc
export NUM_CORES = 4
export LEC_CHECK = 1
export CORE_AREA = 10 10 70 70
export DIE_AREA = 0 0 80 80
```
`design/flow/constraint.sdc`:
```
current_design pc

set clk_period 1.8
set clk_io_pct 0.2

create_clock -name clk0 -period $clk_period [get_ports {clk}]

set non_clock_inputs [all_inputs -no_clocks]
set_input_delay [expr $clk_period * $clk_io_pct] -clock clk0 $non_clock_inputs
set_output_delay [expr $clk_period * $clk_io_pct] -clock clk0 [all_outputs]
```
==> notes.md <==
yosys + openroad results -> status finished, final reports clean, yosys stat cell total roughly 44, die area roughly 6400 µm², skew final 0.00365 ns, Clock Tree Buf Depth 2, overall power a little over 0.0004 W, post-route insts no fill between 100 and 150, max-slew violations 0, Hold Crit Depth 2, Largest register FFs 8, Leak between 0.2 and 0.25 nW, synth cell count leaders dfxtp_1, nor2_1, nand2_1, Clock Power Share 0.319, area of the multi-input gates 200 µm², count of library flops with an enable pin 0, pre-CTS WS ~0.24 ns, Largest Register PC, tool warning count 25, Switch Pwr 0.0000947 W, CP Buf/Inv Count 1, fill count about 400, Reg area roughly 160 µm², Die Y approximately 80 µm, Init Core Util 0.109, clk latency of the worst-skew pair about 0.25 ns, Placer Congestion 0.678, IO Pins 19, Comb pwr share 0.184, final wirelength roughly 1100 µm, DRC Markers 0, Syn Std Cell Area 372 µm², Max-slew headroom 0.788, max frequency between 0.6 and 0.7 GHz, max incr delay on CP between 0.5 and 0.6 ns, Pwr Density between 600 and 700 nW/µm², critical path startpoint category flop, antenna cells 0, share of async-settable or async-resettable flops after synthesis 0, final core utilization 0.183, Reg power frac 0.497, Finish-stage setup viols 0, TritonRoute pass-1 iters 2, Clock transition at path regs 0.05 ns, Req. time, crit path around 1.4 ns, Final Hold Viols 0, peak supply drop a little under 0.0004 V, Tcrit/Tclk final 0.846, CTS resizes 0, Crit Path Class reg2out, input/output buffers 18, Worst Reg-to-Reg Cells 4, Via Count between 300 and 400, crit path DAT about 1.2 ns, # rows 21, Core ar. 3420 µm², largest net degree at the start of global routing 12, Final WS setup approximately 0.28 ns, Post-synth seq share 0.431, CP max-delay cell clkdlybuf4s50_1, antenna violations before repair 0, dpl hpwl roughly 900 µm, Tmin final roughly 1.5 ns, Sink Count 8, Sw Share 0.229, library cells used by synthesis 16, total CTS buffers 3, Crit path depth 1, RSZ-0062 raised after global routing false, CTS tree done, Commonest flop dfxtp_1, max_cap viols 0, grt ovf 0, DR vias/cell ~3.5, Area Growth Syn to Fin 68.0%, Worst-Margin Slew ~0.32 ns, HP Class reg2reg, CP top delay family buffers and inverters, final setup TNS 0 ns, layout cells sized above 1 0.0635, post-synthesis cell count roughly 44, Routed Antenna Nets 0, CP endpoint kind primary output, Placed Cells 106, Regs by FF count PC x8, Largest type area fraction 0.431, cell type with the largest total area dfxtp_1, Yosys warnings 2, Mean Syn Cell Area between 8 and 9 µm², total setup buffers inserted after CTS 0, CTS Hold Bufs 0, Internal 0.000319 W, Flops after synth 8, first-pass GRT wire length 1890 µm, CTS H-Tree Depth 1, yosys synthesis chip area roughly 370 µm², Die Width around 80 µm, ordered cell list for the critical path clkdlybuf4s50_1, maximum fanout along the worst path 5, Root Driver clkbuf_4, WL per Instance ~10 µm, Top cells by area dfxtp_1, nor2_1, a311oi_1, xor2_1, or3_1, number of DRC markers in iteration 0 25, GRT Resource Usage Total 0.0369, number of global-route vias before repair 399
==> placed cells by master (no fill, tap or decap) <==
master / instances
clkdlybuf4s50_1: 18
nand3_2: 1
a311oi_1: 3
a211oi_1: 2
nand3_1: 1
nand4_1: 1
or3_1: 3
mux2i_1: 1
inv_1: 1
nor2_1: 8
xor2_1: 3
o21ai_0: 3
ha_1: 1
a21oi_1: 2
dfxtp_1: 8
clkbuf_4: 3
nand2_1: 4
==> worst paths after layout <==
check        slack [ns]             start               end
max                0.28  PC[3]$_SDFF_PP0_             PC[3]
min                0.52  PC[7]$_SDFF_PP0_  PC[7]$_SDFF_PP0_
max reg2reg        0.36  PC[0]$_SDFF_PP0_  PC[6]$_SDFF_PP0_
min reg2reg        0.52  PC[7]$_SDFF_PP0_  PC[7]$_SDFF_PP0_
==> layout make-up <==
| class | count | share of cell area |
|---|---|---|
| flip-flops and latches | 8 | 0.257 |
| inverters | 1 | 0.00601 |
| multi-input cells | 33 | 0.321 |
| clock buffers | 3 | 0.0361 |
| repair buffers | 18 | 0.289 |
| well taps | 46 | 0.0922 |
==> metal layers <==
layer	vias up	part of all wire	GRT usage
met5	-	0	0
met4	0	0	0
met3	0	0.13	0.0273
met2	18	0.32	0.0401
met1	162	0.55	0.0570
li1	197	-	-
==> cell families after synthesis <==
kind of cell    share of synthesized area
compound gates                      0.178
xor+xnor                           0.0707
fa+ha+maj                          0.0337
buf+inv                            0.0303
flops                               0.431
mux                                0.0269
simple gates                        0.229
==> power by group through the flow <==
stage | combinational [W] | clock, W | sequential [W]
final | 0.0000762 | 0.000132 | 0.000206
after CTS | 0.0000774 | 0.000140 | 0.000206
after global routing | 0.0000867 | 0.000152 | 0.000208
==> through the flow <==
stage / hold slack [ns] / cell area (µm²)
after floorplan: 0.467 / 372
after CTS: 0.526 / 624
final: 0.525 / 624
after global routing: 0.559 / 624
after global placement: 0.504 / 602
after detailed placement: 0.517 / 602
Power and IR drop assume default switching activity.
