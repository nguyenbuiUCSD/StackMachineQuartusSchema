### design/flow/design.v
module dmem(
  input      clk,					 
             we,			         
  input[7:0] addr,					 
  input[7:0] di,					 
  output logic[7:0] dout);			 
  logic[7:0] guts[255];				 
  always_ff @(posedge clk) if (we)	 
    guts[addr] <= di;
  always_comb						 
    dout = guts[addr];
endmodule
### design/flow/run.sh
#!/bin/bash
# OpenROAD 26Q1-2900-gdf79404cd8, Yosys 0.63+post, stock flow scripts
make -C /OpenROAD-flow-scripts/flow DESIGN_CONFIG=/design/flow/config.mk WORK_HOME=/design/flow/orfs finish
### design/flow/config.mk
export PLATFORM = sky130hd
export DESIGN_NAME = dmem
export DESIGN_NICKNAME = dmem
export VERILOG_FILES = /design/flow/design.v
export SDC_FILE = /design/flow/constraint.sdc
export NUM_CORES = 4
export LEC_CHECK = 1
export CORE_UTILIZATION = 50
### design/flow/constraint.sdc
current_design dmem

set clk_period 18.3
set clk_io_pct 0.2

create_clock -name clk0 -period $clk_period [get_ports {clk}]

set non_clock_inputs [all_inputs -no_clocks]
set_input_delay [expr $clk_period * $clk_io_pct] -clock clk0 $non_clock_inputs
set_output_delay [expr $clk_period * $clk_io_pct] -clock clk0 [all_outputs]
==> reports/results.ini <==
[routing]
drt-initial-drc-count = 2329
post_drt_wl_per_cell_um = 32.0
wirelength_um = 192000
vias_per_cell = 6.25
drtAntennaViolNets = 0
drtPass1Iterations = 5
route.detailed.drc = 0
vias = 37400

[cells_and_area]
regMostFlops = guts
lay_top_count = edfxtp_1
final_cell_mix = edfxtp_1, mux4_2, nor2_1
area_delta_synth_final_pct = 11.9
largest_register_ffs = 2040
seq_area_um2 = 61300
comb_area_um2 = 16100
fillerInstances = 11000
top_regs = guts: 2040 flops
final_layout_size_suffix_gt1_share_pct = 23.8

[cts]
cts_setup_buffers = 0
cts_resized = 0
clk_path_buf_depth = 3
clockRootBuffer = clkbuf_16
htreeDepth = 4
cts.sinks = 2040
cts_made_buffers = 200
cts_tree = yes
holdBufCountCts = 0
clk_pin_slew_worst_paths_ns = 0.06

[sta]
tns_ns = 0
fmax_mhz = 78.6
setup_viol = 0
finalMaxSlewViolations = 0
min_period_ns = 12.73
rsz0062_at_grt = no
min_period_over_period_pct = 69.5
relSlewSlack_pct = 23.6
holdWs_ns = 3.33
hold_viol_final = 0
worstMarginPinSlew_ns = 1.14

[grt]
grt_max_degree = 98
grt_pass1_vias = 41800
antenna_found_initial = 3
grt_util_all_layers_pct = 28.1
overflow = 0
grt_pass1_wl_um = 281000

[pwr]
ir_worst_vdd_v = 0.0000941
p_per_area_nw_per_um2 = 110
leakagePower_nw = 26.9

[yosys]
synth_area_um2 = 78500
synth_cell_types = 46
ys_cells = 3624
syn_area_per_cell_um2 = 21.7
ys.flop_type = edfxtp_1
synth-edff-count = 2040
ys.flops = 2040
ys_async_sr_fraction_pct = 0
top_cell_area_share_pct = 78.0
yosysChipArea_um2 = 78500
yosysWarnings = 1
synth_seq_share_pct = 78.0
syn_inst = 3624
largest_area_cell = edfxtp_1
yosys-top-cells-area = edfxtp_1, mux4_2, a22oi_1

[job]
tool_warnings = 26
maxCapViolCount = 0

[min_path]
worstHoldPathCells = 1
hp-start = di[4]
min_path_type = input pin to flip-flop
min_to = guts[127][4]

[outcome]
status = finished, final reports clean

[placed_design]
dp_hpwl_um = 116000
gp_congestion = 0.857
place.port_buffers = 25

[floorplanning]
fp_util_pct = 50.3
die_height_um = 398
die_w_um = 398
ioPinCount = 26
fp.dieArea_um2 = 159000
row_count = 145
core_area_um2 = 156000

[setup_path]
start_kind = input pin
required_ns = 14.64
cp.arrival_ns = 9.07
worstPathMaxFanout = 83
critPathCaptureType = primary output
critPathKind = input pin to primary output

==> Yosys cell counts, types with 5 or more instances <==
| cell | count |
|---|---|
| a211oi_1 | 8 |
| a21oi_1 | 94 |
| a221oi_1 | 26 |
| a22o_1 | 6 |
| a22oi_1 | 184 |
| buf_1 | 19 |
| buf_2 | 49 |
| buf_4 | 36 |
| buf_6 | 13 |
| clkbuf_1 | 116 |
| edfxtp_1 | 2040 |
| mux2_2 | 6 |
| mux2i_1 | 68 |
| mux4_2 | 480 |
| nand2_1 | 34 |
| nand2b_1 | 12 |
| nand3_1 | 24 |
| nand3b_1 | 5 |
| nor2_1 | 232 |
| nor2b_1 | 12 |
| nor3_1 | 43 |
| o211ai_1 | 10 |
| o21ai_0 | 14 |
| o221ai_1 | 8 |
| o22ai_1 | 25 |
| o41ai_1 | 5 |
| or3_1 | 5 |
| or4_1 | 13 |
==> layout make-up <==
type                       instances  share of cell area, %
antenna                            6                 0.0171
clock buffer                     244                   6.07
clock inverter                   124                   1.38
inverter                           2                0.00854
multi-input combinational       1348                   18.3
sequential                      2040                   69.7
tap                             2058                   2.93
timing repair buffer             164                   1.59
==> logic make-up (layout without fill, tap and decap cells) <==
logic type,Yosys count,in the layout,share of synthesized area (%)
AND-OR/OR-AND,400,400,3.53
multiplexers,554,554,14.7
buffers and inverters,236,534,1.52
AND/OR/NAND/NOR,394,394,2.22
other,0,6,0
flip-flops,2040,2040,78.0
==> layer usage <==
layer  track usage (%)  vias to the layer above  part of all wire [%]
met4              5.71                        8                   2.4
li1                  -                    15600                     -
met5              1.12                        -                  0.14
met2              39.6                     2374                    47
met1              37.3                    19200                    32
met3              22.2                      271                    18
==> per-stage QoR <==
stage | total power (W) | instances | area [um2] | utilization [%] | setup slack (ns)
6_report | 0.00967 | 5986 | 87900 | 56.3 | 5.57
5_1_grt | 0.00996 | 5981 | 87900 | 56.3 | 5.18
4_1_cts | 0.00974 | 5980 | 87900 | 56.3 | 5.52
3_5_place_dp | 0.00571 | 5612 | 81300 | 52.1 | 5.53
3_3_place_gp | 0.00570 | 5612 | 81300 | 52.1 | 5.63
2_1_floorplan | 0.00549 | 3624 | 78500 | - | 8.93
==> worst max-delay path, stage by stage <==
cell	delay [ns]
buf_8	0.48
buf_12	0.54
buf_12	0.54
buf_4	0.73
mux4_2	0.60
a22o_1	0.19
a221oi_1	0.72
a32oi_1	0.26
a32oi_1	0.29
o31ai_1	0.28
clkdlybuf4s50_1	0.51
==> how the worst max path moves through the flow <==
stage / start / end / slack, ns / cells past startpoint
CTS: addr[0] / dout[4] / 5.52 / 11
global route: addr[0] / dout[5] / 5.18 / 11
finish: addr[0] / dout[5] / 5.57 / 11
==> report_power, final <==
group / switching, W / internal (W) / leakage (nW)
clock: 0.00168 / 0.00238 / 3.22
combinational: 0.000303 / 0.000152 / 5.38
sequential: 0.00000217 / 0.00515 / 18.3
Power is estimated from default activity; no workload was simulated.
